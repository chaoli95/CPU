`flow/config.mk`:
```
export PLATFORM = sky130hd
export DESIGN_NAME = Register
export DESIGN_NICKNAME = Register
export VERILOG_FILES = /design/flow/design.v
export SDC_FILE = /design/flow/constraint.sdc
export NUM_CORES = 4
export LEC_CHECK = 1
export CORE_UTILIZATION = 30
```
`flow/run.sh`:
```
#!/bin/bash
# OpenROAD 26Q1-2900-gdf79404cd8, Yosys 0.63+post, stock flow scripts
make -C /OpenROAD-flow-scripts/flow DESIGN_CONFIG=/design/flow/config.mk WORK_HOME=/design/flow/orfs finish
```
`flow/constraint.sdc`:
```
current_design Register

set clk_period 8.8
set clk_io_pct 0.2

create_clock -name clk0 -period $clk_period [get_ports {clk}]

set non_clock_inputs [all_inputs -no_clocks]
set_input_delay [expr $clk_period * $clk_io_pct] -clock clk0 $non_clock_inputs
set_output_delay [expr $clk_period * $clk_io_pct] -clock clk0 [all_outputs]
```
`flow/design.v`:
```
`timescale 1ns / 1ps
module Register(clk, reset, write, dAddr, data, sAddr, tAddr, sData, tData);
	 input clk;
    input [31:0] data;
    input reset;
    input write;
	 input [4:0] dAddr;
	 input [4:0] sAddr;
	 input [4:0] tAddr;
	 output [31:0] sData;
    output [31:0] tData;
	 reg [31:0] regs [0:31];
	 integer i = 0;
	 assign sData = (sAddr == 5'b0) ? 32'b0 : regs[sAddr];
	 assign tData = (tAddr == 5'b0) ? 32'b0 : regs[tAddr];
	 always @(negedge clk) begin
		if (!reset) begin
			for(i = 0; i <32; i=i+1)
			begin
				regs[i] <= i;
			end
			i=0;
		end 
		else
			begin
				if(write) begin
					regs[dAddr] <= data;
					end
			end	
	end
endmodule
```
==> impl_metrics.yaml <==
# implementation run metrics
route:
  drt_iter0_drc: 2091
  drc_errors: 0
  wl_per_cell_um: 25.7
  vias_per_cell: 5.19
  ant_nets: 0
  wl_um: 182000
  first_pass_iters: 7
  num_vias: 36700
job:
  warning_count: 1030
  maxCapViolCount: 0
synth:
  ys_ff: 1024
  ys.flop_type: "edfxtp_1"
  async_reset_ff_share_pct: 0
  ys_area_um2: 54500
  yosysWarnings: 1
  synth-edff-count: 1024
  syn_inst: 3563
  ys_types: 39
  area_leaders: "edfxtp_1 56%, mux4_2 19%, and2_1 11%, mux2i_1 2.8%, clkbuf_1 2.0%"
  synth_seq_share_pct: 56.5
  yosysCellCount: 3563
  avgSynthCellArea_um2: 15.3
  synth.top_cell.area_share_pct: 56.5
  synth_top_cell_by_area: "edfxtp_1"
  netlist_area_um2: 54500
cells_and_area:
  area_delta_synth_final_pct: 26.0
  post-route-util_pct: 38.0
  mostFrequentLayoutCell: "inv_1"
  largest_reg_flops: 1024
  top_regs: "regs (1024)"
  largest_register: "regs"
  regArea_um2: 30700
  final_cell_mix: "1046 x inv_1, 1024 x edfxtp_1, 947 x and2_1, 470 x mux4_2, 151 x buf_4"
  fin_cells: 7073
  drive_gt1_share_pct: 25.1
  comb_area_um2: 24100
  fillCellCount: 16300
die:
  die.size.y_um: 428
  num_rows: 156
  io_pins: 114
  die-area_um2: 183000
  die_w_um: 428
  fp_util_pct: 30.2
  core_um2: 181000
placed_design:
  gp_congestion: 0.913
  numPlacedInstances: 5846
  port_buffers: 113
  pre_cts_slack_ns: -0.125
  dp_hpwl_um: 107000
clock_network:
  cts_hold_buf: 0
  cts-root-buf: "clkbuf_16"
  cts-buffers-inserted: 104
  cts_max_path_buffers: 3
  cts_tree: "built"
  clock_sinks: 1024
  clkTransAtPathRegs_ns: 0.04
  cts_max_level: 3
timing:
  setup_viol: 1
  rsz0062_at_grt: "true"
  slew_headroom_pct: 39.6
  tightest_slew_ns: 0.903
  layout_setup_ws_ns: -0.0158
  final.setup.tns_ns: -0.0158
  hold_viol: 0
  drv_slew: 0
setup_path:
  cp-end-kind: "output pin"
  critPathMaxStageDelay_ns: 0.57
  crit_chain: "mux4_2, mux4_2, o22ai_2, nor3_2, buf_6, buf_6"
  crit_required_ns: 7.04
  worstSetupPathType: "reg -> out"
  slowest_stage: "mux4_2"
  cp-start-kind: "flip-flop"
  critPathArrivalTime_ns: 7.06
  crit_fanout: 2
pwr:
  vdd_drop_max_v: 0.000168
  pwr-share-comb_pct: 11.7
  leakage_nw: 27.1
  p_int_w: 0.00977
  p_clk_share_pct: 46.7
  power_density_nw_per_um2: 203
  p_sw_share_pct: 29.8
  p_sw_w: 0.00415
  p_seq_share_pct: 41.7
global_route:
  grt_overflow: 0
  grt_max_degree: 80
  grt_pass1_vias: 41200
  antenna_found_initial: 3
  grt_pass1_wl_um: 264000
  track_usage_pct: 21.1
run_status:
  status: "complete, but fails checks"
  violations: "setup timing"
worst_hold_path:
  hold_depth: 4
  hold_path_class: "in -> out"
==> worst max-delay path: cells and delay by family, from the launching register on <==
kind	cells	cell delay, ns
AND-OR/OR-AND	1	0.14
buffers and inverters	2	0.29
flip-flops	1	0.40
multiplexers	2	1.04
AND/OR/NAND/NOR	1	0.07
==> timing repair <==
item	4_1_cts	5_1_grt
endpoints found under the hold margin	0	0
endpoints found under the setup margin	64	46
setup buffers	16	6
gates resized	374	68
pin swaps	104	46
==> layer usage <==
metal | GRT usage [%] | share of wire, % | wire length (um) | vias to the layer above
met2 | 33.4 | 50 | 91700 | 2107
met1 | 21.3 | 32 | 58000 | 18300
met5 | 0.286 | 0.052 | 94 | -
met3 | 13.3 | 13 | 23200 | 376
met4 | 11.1 | 4.8 | 8690 | 9
li1 | - | - | - | 16000
==> cell usage after synthesis (7+ instances only) <==
library cell  number
a2111oi_0         28
a211oi_1          43
a21oi_1            7
a22o_1            48
a22oi_1           14
and2_1           948
buf_1             16
buf_2             55
buf_4             29
buf_6             16
clkbuf_1         290
edfxtp_1        1024
mux2_2            37
mux2i_1          152
mux4_2           470
nand2_1           13
nor2_1            38
nor2b_1           17
nor3_1            52
o21ai_0           32
o221ai_1          26
o22ai_1           82
or3_1             83
==> power groups by stage <==
stage	Combinational, W	Clock [W]	Sequential (W)
finish	0.00162	0.00650	0.00580
CTS	0.00162	0.00669	0.00580
global route	0.00170	0.00720	0.00582
==> cells by family (layout without fill, tap and decap cells) <==
family	Yosys count	after routing	share of synthesized area [%]
compound gates	294	294	3.95
buf+inv	408	1543	3.36
flops	1024	1024	56.5
mux	659	659	23.0
other cells	0	5	0
simple gates	1178	1178	13.2
==> worst paths after layout <==
path | endpoint | start | slack [ns]
worst max-delay path | sData[11] | regs[16][11] | -0.02
worst min-delay path | sData[5] | sAddr[0] | 4.37
==> final cells by class <==
cell class	count	area share, %
timing repair buffer	327	4.91
clock buffer	107	3.90
sequential	1024	44.8
tap	2370	4.32
multi-input combinational	2131	35.1
antenna	5	0.0182
clock inverter	1108	6.91
inverter	1	0.00547
==> through the flow <==
stage | hold slack (ns) | instance area, um2 | power (W)
finish | 4.37 | 68600 | 0.0139
global route | 4.43 | 68600 | 0.0147
CTS | 4.46 | 68500 | 0.0141
detailed placement | 4.71 | 59600 | 0.00804
global placement | 4.71 | 59600 | 0.00803
floorplan | 3.80 | 54500 | 0.00735
Power figures rest on the tool's default switching activity, not on a simulated workload.
