==> /design/flow/design.v <==
`timescale 1ns / 1ps
module ALU(S, T, Result, Ctr);
    input [31:0] S;
    input [31:0] T;
    output reg [31:0] Result = 32'b0;
    input [2:0] Ctr;
	 reg [31:0] subRes;
always @(S or T or Ctr) 
begin
	case(Ctr)
		3'b000: Result = 32'b1;
		3'b001: Result = S + T;
		3'b010: Result = S - T;
		3'b011: Result = S & T;
		3'b100: Result = S | T;
		3'b101: begin
			subRes = S - T;
			if(subRes[31]) Result = 32'b1;
			else Result = 32'b0;
		end
		3'b110: Result = (S == T) ? 32'b1: 32'b0;
		3'b111: Result = 32'b1;
	endcase
end
endmodule
==> /design/flow/run.sh <==
#!/bin/bash
# OpenROAD 26Q1-2900-gdf79404cd8, Yosys 0.63+post, stock flow scripts
make -C /OpenROAD-flow-scripts/flow DESIGN_CONFIG=/design/flow/config.mk WORK_HOME=/design/flow/orfs finish
==> /design/flow/config.mk <==
export PLATFORM = sky130hd
export DESIGN_NAME = ALU
export DESIGN_NICKNAME = ALU
export VERILOG_FILES = /design/flow/design.v
export SDC_FILE = /design/flow/constraint.sdc
export NUM_CORES = 4
export LEC_CHECK = 1
export CORE_UTILIZATION = 50
==> /design/flow/constraint.sdc <==
current_design ALU

set clk_period 15.2
set clk_io_pct 0.2

create_clock -name clk0 -period $clk_period

set non_clock_inputs [all_inputs -no_clocks]
set_input_delay [expr $clk_period * $clk_io_pct] -clock clk0 $non_clock_inputs
set_output_delay [expr $clk_period * $clk_io_pct] -clock clk0 [all_outputs]
==> notes.md <==
The synthesis and place-and-route flow finished, so here is a summary.

The run finished with clean final reports. The number of vias in the routed layout is about 6000. The post-cts gate resize count is 0. After floorplanning, the core was divided into 36 placement rows. The number of warning messages in the logs came out at 96. The placer congestion estimate came out at 1.007.

The synthesized chip area reported by yosys is approximately 5000 sq um. Per the synthesis report, the dominant area consumer among library cells is ha_1. The global router's overall resource usage came out at between 30 and 40%. The critical path's largest stage delay came out at ~700 ps.

The layout cell share with drive strength beyond 1 is under 10%. The number of synthesis warnings is 1. The most critical setup path has its startpoint at S[4]. The share of the Yosys chip area taken by registers is 0%. For this design the ratio of total power to cell area is 37.47 nW/um^2. The detail route stage leaves a number of antenna-violating nets equal to 0. Setup repair after global routing left no endpoint under its margin.

The maximum fanout along the worst path is 10. The leakage component of the power was reported as roughly 2.7 nW. The relative max-transition margin is 47.01%. The maximum ir drop on the vdd rail came out at slightly below 20 uV. The clock tree buffer count of the final layout came out at 0. The combined flip-flop and latch cell area is 0 sq um.

The area added between synthesis and finish is 21.06%. For reference, the final report shows the hold violation count at 0. The core region area came out at between 9000 and 10000 sq um. The total of hold buffers inserted after clock tree synthesis is 0.

The critical path contains buffers and inverters numbering 3 combined. The worst setup slack after layout came out at roughly 5000 ps. The overall routed net length is 16.88 mm.

The instance count of the mapped netlist came out at 758. The remaining design rule violation count is 0. The path class of the tightest hold or removal check is input pin to output port. Yosys instantiated no cell more often than inv_1. The accumulated negative setup slack came out at 0 ps. The worst hold path depth is 5.

The count of sequential standard cells came out at 0. The routed design ends up with an antenna cell count of 0. The number of buffers inserted to repair setup after CTS came out at 0. Once the floorplan was initialized, standard cells occupied between 50 and 60% of the core. The kind of capture point of the worst setup path is an output port. The via count of the first global-routing pass is approximately 5400. Entering global routing, the biggest net connects 31 pins. The horizontal die dimension came out at 101.7 microns. Before CTS, the worst setup slack after placement is 5131 ps. The first TritonRoute pass finished after 5 iterations. The worst path arrival time is a little over 7000 ps.

The worst setup path is launched from an input pin. The half-perimeter wire length of the detailed placement result came out at 13.09 mm. The data required time at the worst endpoint came out at ~12000 ps. Hold analysis lists the worst path endpoint as Result[2]. For this design, the slowest cell found on the critical path is a211oi_1. For reference, the critical path cell chain is clkdlybuf4s50_1 -> inv_1 -> ha_1 -> nor3_1 -> o21ai_0 -> nand2_1 -> a31oi_1 -> a211oi_1 -> o21ai_1 -> o21bai_1 -> a211oi_1 -> o32ai_1 -> clkdlybuf4s50_1. The minimum clock period after layout is about 10000 ps.

In this run the maximum-capacitance check reported violations numbering 0. The kind of cell with the highest combined delay on the critical path is AND-OR/OR-AND gates. The ratio of final minimum period to clock period came out at roughly two thirds. The first global-routing pass estimated between 20 and 30 mm of wire. Yosys attributes the largest share of cell area to ha_1 24%, a21oi_1 8.8%, inv_1 7.9%. The timing report lists the critical path depth as 13 cells. The max-slew violation total from the final report came out at 0. During placement, the flow inserted port buffers numbering 99.

The detailed router's first-iteration violation count came out at between 300 and 400. The launch point of the worst min-delay path is recorded as T[2]. The count of instantiated cells in the yosys netlist came out at roughly 760.

The synthesized area per cell is around 6.6 sq um. The vertical die size is approximately 100 microns. The cell area after synthesis came out at 4972 sq um. The top-area cell type share of the netlist area came out at 23.91%. By startpoint and endpoint, the worst setup path is classified as input pin to output port. The remaining global-route overflow is 0. The die covers 10350 sq um. The number of antenna violations at the first check in global routing came out at 0.

For this design the top-level I/O count stands at between 90 and 100. The number of distinct library cells after synthesis is roughly 70. The pin closest to its max-slew limit shows a slew of 790.1 ps. The average detailed-routed wire length per instance is between 15 and 20 microns.

The timing-limited maximum frequency came out at approximately 0.098 GHz. Yosys reports that the most numerous cell types are 105 x inv_1, 95 x ha_1, 87 x a21oi_1, 59 x nor2_1, 46 x o21ai_0. The average via count per standard cell came out at 6.297. The final number of setup-violating endpoints came out at 0.
## cell type report
cell class,instances,area (sq um)
inverter,106,397.9
timing repair buffer,108,1059
fill,883,3665
tap,133,166.4
multi-input combinational,606,4397
## power breakdown
part | switching, mW | total (mW) | internal, mW
Sequential | 0 | 0 | 0
Combinational | 0.124 | 0.226 | 0.101
Clock | 0 | 0 | 0
## cells in the final DEF, fill, tap and decap left out, drive strengths merged, types with 13 or more instances in the layout
| master | synthesis | final |
|---|---|---|
| inv | 106 | 106 |
| clkdlybuf4s50 | 0 | 99 |
| nand2 | 36 | 36 |
| nor3 | 15 | 15 |
| o21bai | 19 | 19 |
| nor2b | 14 | 14 |
| a211oi | 13 | 13 |
| ha | 95 | 95 |
| nor2 | 59 | 59 |
| o22ai | 21 | 21 |
| a22oi | 15 | 15 |
| o21ai | 50 | 50 |
| a21oi | 87 | 87 |
## routing by layer
metal  part of all wire (%)  vias up  track usage (%)
met3                    9.0       40            4.342
met2                     43      309            51.14
met1                     45     2744            48.50
met5                      0        -                0
met4                    2.7        0            9.588
li1                       -     2908                -
## kinds of logic after synthesis
| group | share of synthesized area [%] |
|---|---|
| muxes | 0.6039 |
| xor gates and xnor gates | 0.3524 |
| buffers and inverters | 11.73 |
| AOI/OAI and AO/OA | 45.52 |
| adders and majority gates | 24.71 |
| and+or+nand+nor | 17.09 |
## worst max-delay path by stage
stage / end
after CTS: Result[27]
after global routing: Result[27]
final: Result[27]
## per-stage QoR
step / area (sq um) / utilization, % / std cells / total power, mW / hold WS (ps)
2_1_floorplan: 4972 / - / 758 / 0.1381 / 6165
3_3_place_gp: 6020 / 62.16 / 953 / 0.2188 / 7211
3_5_place_dp: 6020 / 62.16 / 953 / 0.2201 / 7224
4_1_cts: 6020 / 62.16 / 953 / 0.2216 / 7230
5_1_grt: 6020 / 62.16 / 953 / 0.2483 / 7283
6_report: 6020 / 62.16 / 953 / 0.2256 / 7225
No activity file was given, so power comes from the tool's default toggle rates.
