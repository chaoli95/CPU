==> design/flow/design.v <==
`timescale 1ns / 1ps
module DataSelector(
    input [31:0] S,
    input [31:0] T,
    input Ctrl,
    output [31:0] Res
    );
assign Res = Ctrl ? S : T;
endmodule
==> design/flow/run.sh <==
#!/bin/bash
# OpenROAD 26Q1-2900-gdf79404cd8, Yosys 0.63+post, stock flow scripts
make -C /OpenROAD-flow-scripts/flow DESIGN_CONFIG=/design/flow/config.mk WORK_HOME=/design/flow/orfs finish
==> design/flow/config.mk <==
export PLATFORM = sky130hd
export DESIGN_NAME = DataSelector
export DESIGN_NICKNAME = DataSelector
export VERILOG_FILES = /design/flow/design.v
export SDC_FILE = /design/flow/constraint.sdc
export NUM_CORES = 4
export LEC_CHECK = 1
export CORE_AREA = 10 10 70 70
export DIE_AREA = 0 0 80 80
==> design/flow/constraint.sdc <==
current_design DataSelector

set clk_period 1.0
set clk_io_pct 0.2

create_clock -name clk0 -period $clk_period

set non_clock_inputs [all_inputs -no_clocks]
set_input_delay [expr $clk_period * $clk_io_pct] -clock clk0 $non_clock_inputs
set_output_delay [expr $clk_period * $clk_io_pct] -clock clk0 [all_outputs]
==> flow_results.org <==
#+TITLE: Flow metrics

** Run status
- The flow ran to the end, but the final reports show violations.
- Failing checks :: negative setup slack

** Pwr
- Sw Share :: 0.220
- The power report lists cell-internal power as ~460 uW.
- Share of total power in sequential cells :: 0
- Max rail drop VDD :: about 170 uV
- For this design the total switching power over the nets is ~130 uW.
- Of the total power, combinational logic draws 1.000.
- The script extracted a total leakage power of between 0.0008 and 0.0009 uW.
- Power density over the cells :: slightly below 400 nW/um^2
- Power share of the clock group :: 0

** Setup path
- On the critical path, the stage with the largest delay is an instance of sky130_fd_sc_hd__mux2_4.
- STA classifies the critical path startpoint as an input pin.
- For the worst setup path, the data arrival time is approximately 0.89 ns.
- Ordered list of cells on the worst path :: buf_12 -> clkbuf_16 -> mux2_4 -> buf_6
- On the worst path, the slowest cell contributes a delay of approximately 0.30 ns.
- Worst setup path class :: in -> out
- Crit path capture type :: output pin
- Peak fanout along the critical path :: 5
- Critical Path RT :: 0.80 ns

** Final timing
- The final timing summary puts the cycle share of the worst path at 1.09.
- Worst hold margin :: between 0.7 and 0.8 ns
- Setup violators final :: 32
- Max-slew check failures listed in the final report amount to 0.
- Total count of hold-check failures in the final report :: 0
- Checking max transition, the worst relative margin is 0.945.
- Pin slew with the least headroom to its limit :: 0.0829 ns
- In this build the clock could be raised as far as 919 MHz.
- Final worst slack :: -0.0883 ns
- Tmin final :: approximately 1.1 ns
- Setup repair after global routing could not meet its margin everywhere.

** Floorplan
- Fp util :: 0.159
- The initialized floorplan defines 21 standard-cell rows.
- Die X :: approximately 80 um
- Die Span Y :: around 80 um
- between 90 and 100 I/O pins were placed.
- Core area :: approximately 3400 um^2
- The die covers approximately 6400 um^2.

** Synth
- For reference, the mux area share after synthesis is 0.869.
- Gate count of the mapped netlist :: 36
- Area fraction in compound gates after synthesis :: 0
- In the Yosys report the total cell count is 36.
- Adder Share, Synth :: 0
- A synthesized cell averages 15.1 um^2.
- By area the synthesized netlist is led by sky130_fd_sc_hd__mux2_4 (83%), sky130_fd_sc_hd__buf_12 (11%), sky130_fd_sc_hd__mux2_2 (4.1%), sky130_fd_sc_hd__buf_6 (2.1%).
- Yosys simple share :: 0
- Synth warn :: 0
- The biggest area contributor in the post-synthesis netlist is sky130_fd_sc_hd__mux2_4.
- Area leader share :: 0.828
- Biggest combinational cell group after synthesis :: multiplexers
- Yosys cell types :: 4
- Of the total synthesized cell area, the portion taken by XOR and XNOR cells is 0.
- Synthesis area per yosys :: approximately 540 um^2
- Share of the yosys chip area belonging to registers :: 0
- The cell area that synthesis handed to floorplanning was roughly 540 um^2.

** Route
- In the routed design, unresolved DRC markers number 0.
- Iteration-0 DRC count of the detailed router :: 6
- Using the TritonRoute via totals, the vias-per-cell ratio works out to between 3 and 4.
- The routed design ends up with an antenna cell count of 0.
- Wire length after detailed routing :: about 2.7 mm
- In this run the remaining antenna-violating nets after routing total 0.
- Mean routed wirelength per cell :: 15.2 um
- Detailed routing inserted a total of between 600 and 700 vias.
- In the log, the iteration count for the first detailed-route pass is 2.

** Placed design
- Per the gpl log, the routability congestion estimate is around 0.78.
- In this run the tool buffered the top-level ports with between 90 and 100 buffer cells.
- After legalization and detailed placement, the total HPWL measured about 2.4 mm.

** Finish
- The final layout contains a sequential cell count of 0.
- The layout summary lists the proportion of cells stronger than drive strength 1 as 0.522.
- Flip-flop and latch area :: 0 um^2
- The layout has 0 clock buffers.
- Number of fill cells in the layout :: around 360
- Per the run report, area growth between synthesis and finish was 179%.
- For this run, the share of the core covered by cells in the final layout is 0.444.

** Job
- Number of warnings the tools reported :: 34
- Tally of max-capacitance violations :: 0

** Worst hold path
- Worst hold path type :: in -> out

** Global route
- Pin count of the biggest net entering global routing :: 12
- Summed over all layers, the global routing overflow is 0.
- Number of global-route vias before repair :: ~700
- First-pass GRT wire length :: roughly 4 mm
- Across every metal layer, demand over resource in global routing totals 0.0760.
- Number of antenna violations at the first check in global routing :: 0
## kinds of logic after synthesis
group | Yosys count
buffers and inverters | 4
multiplexers | 32
## layer usage
| layer | track usage | up-vias | wire, um |
|---|---|---|---|
| met5 | 0 | - | 0 |
| met4 | 0 | 0 | 0 |
| met3 | 0.0307 | 0 | 301 |
| met2 | 0.133 | 51 | 1340 |
| met1 | 0.0897 | 279 | 1100 |
| li1 | - | 334 | - |
## final timing paths
check              from  endpoint  slack (ns)  depth (start not counted)
hold / removal    S[26]   Res[26]        0.79                          3
setup / recovery   Ctrl   Res[18]       -0.09                          4
## per-stage QoR
step           worst slack, ns  power (uW)  instance area (um^2)  instances  setup TNS [ns]
2_1_floorplan           0.0669         206                   544         36               0
6_report               -0.0883         586                  1520        180           -2.29
3_3_place_gp            -0.494         647                  1520        177          -15.28
4_1_cts                -0.0940         572                  1470        179           -2.41
5_1_grt                 -0.105         629                  1520        180           -2.85
3_5_place_dp            -0.496         649                  1520        177          -15.32
## Yosys cell counts
library cell             number
sky130_fd_sc_hd__mux2_2       2
sky130_fd_sc_hd__buf_6        1
sky130_fd_sc_hd__mux2_4      30
sky130_fd_sc_hd__buf_12       3
## power by group through the flow
stage	Clock [uW]	Combinational [uW]	Sequential, uW
after CTS	0	572	0
final	0	586	0
after global routing	0	629	0
## layout make-up
class                      instances  area [um^2]  area share
timing repair buffer             102          980       0.646
multi-input combinational         32          480       0.317
tap                               46         57.6      0.0379
## repair_timing
| action | CTS | global route |
|---|---|---|
| resized | 187 | 4 |
| endpoints found under the setup margin | 32 | 32 |
| cloned | 2 | 1 |
| buffers inserted | 0 | 0 |
| hold buffers | 0 | 0 |
## worst max-delay path: cells and delay by family
| kind | cells | cell delay (ns) |
|---|---|---|
| buffers and inverters | 3 | 0.40 |
| multiplexers | 1 | 0.30 |
## cells in the final DEF, fill, tap and decap left out, drive strengths merged
cell,count
buf,37
clkbuf,1
dlygate4sd2,64
mux2,32
No activity file was given, so power comes from the tool's default toggle rates.
